--- flow/run.sh ---
#!/bin/bash
# OpenROAD 26Q1-2900-gdf79404cd8, Yosys 0.63+post, stock flow scripts
make -C /OpenROAD-flow-scripts/flow DESIGN_CONFIG=/design/flow/config.mk WORK_HOME=/design/flow/orfs finish
--- flow/config.mk ---
export PLATFORM = sky130hd
export DESIGN_NAME = q1
export DESIGN_NICKNAME = q1
export VERILOG_FILES = /design/flow/design.v
export SDC_FILE = /design/flow/constraint.sdc
export NUM_CORES = 4
export LEC_CHECK = 1
export CORE_AREA = 10 10 70 70
export DIE_AREA = 0 0 80 80
--- flow/constraint.sdc ---
current_design q1

set clk_period 1.2
set clk_io_pct 0.2

create_clock -name clk0 -period $clk_period

set non_clock_inputs [all_inputs -no_clocks]
set_input_delay [expr $clk_period * $clk_io_pct] -clock clk0 $non_clock_inputs
set_output_delay [expr $clk_period * $clk_io_pct] -clock clk0 [all_outputs]
--- flow/design.v ---
module q1(a, b, c, en, y);
input en, a, b, c;
output [7:0]y;
wire [1:0]e;
assign e[0] = en & ~a;
assign e[1] = en & a;
dec2to4 stage0(b, c, e[0], y[3:0]);
dec2to4 stage1(b, c, e[1], y[7:4]);
endmodule
module dec2to4(a, b, en, y);
   input en,a,b;
   output reg [3:0] y;
   always @(en or a or b)
     begin
       if(en==1'b1)
         begin
           if(a==1'b0 && b==1'b0) 
           	y=4'b0001;
           else if(a==1'b0 && b==1'b1) 
           	y=4'b0010;
           else if(a==1'b1 && b==1'b0) 
           	y=4'b0100;
           else if(a==1'b1 && b==1'b1) 
           	y=4'b1000;
         end
       else
        y=4'b0000;
     end
endmodule
==> run notes <==
Status on the layout run. The run finished, with violations left. The final reports fail on setup timing. For this design, the slowest cell found on the critical path is sky130_fd_sc_hd__dlxtn_2. After layout, the worst setup slack is -70.7 ps. Top-level port count landed at 12. The timing report gives the biggest stage delay along the critical path as 330 ps.

Number of placed cells counting well taps landed at 82. Summing all non-filler instances in the final layout gives an area of 403 µm². Buffers placed on the I/O ports in this run total 12. Per the final report, max-transition violations number 0. Tool warning count landed at 34. Setup total negative slack landed at -368 ps.

Endpoints failing hold in the final report were tallied at 0. Count of max-cap constraint violations landed at 0. The most critical setup path has its startpoint at a. Number of instances in the synthesized netlist landed at 17.

Across all layers, the routed design uses 171 vias. Share of the cycle needed by the critical path after routing landed at 106%. Per the synth log, the flip-flop and latch total comes to 8. Counting distinct cell types in the post-synthesis netlist gives 8.

Per the OpenROAD power report, leakage power amounts to 0.200 nW. Maximum VDD drop landed at 0.0627 mV. For this design, Yosys synthesis ends with a cell count of 17. Per-instance average area after synthesis landed at 12.9 µm².

Sorting the synthesis cell report by count puts at the top sky130_fd_sc_hd__dlxtn_1. The signal on the critical path passes through buf_8, and4bb_2, dlxtn_2, buf_2. Antenna diode count landed at 0. Total grt overflow landed at 0. Chip area estimate from yosys synthesis landed at 219 µm².

For this run, design rule violations remaining after detail routing come to 0. Share of Yosys cell area claimed by the top area cell type landed at 54.9%. The synthesis report gives the async set-or-reset register share as 0%. Fraction of layout cells with a size suffix above 1 landed at 55.6%.

Of all cell types, the one taking the most synthesized area is sky130_fd_sc_hd__dlxtn_1. Total number of placement rows landed at 21. 8 endpoints have no timing constraint. The die is 80 µm wide.

The critical path ends at y[1]. The post-synth count of flops with an enable pin is 0. Tally of yosys warning messages landed at 1. For reference, the top cells by count after synthesis are 8 x sky130_fd_sc_hd__dlxtn_1, 2 x sky130_fd_sc_hd__and4b_2, 2 x sky130_fd_sc_hd__and4bb_1. The total area inside the core boundary comes to 3420 µm².

Global-route usage over all layers landed at 1.70%. The timing report notes that buffer and inverter cells on the critical path total 2. Final weighted congestion of routability-driven global placement landed at 0.700. Before placement the cells fill 6.41% of the core. Broken down by cell family, the worst path's largest delay share belongs to latches.

Area added between synthesis and finish landed at 84.0%. The flow reports an fmax of 0.787 GHz. The layout has 403 filler cells. Required time of the critical path landed at 960 ps. STA puts the critical path data arrival time at 1030 ps. Detailed-route iteration 0 reported a violation count of 1.

Post-DP HPWL landed at 465 µm. Number of register pins that no clock reaches landed at 8. All stages included, the depth of the critical timing path comes to 4. Vertical die dimension landed at 80 µm. Length of the first detailed-routing pass in iterations landed at 2. The worst setup path is captured at a primary output. Looking at the cell usage after synthesis, the top flip-flop cell is sky130_fd_sc_hd__dlxtn_1. The worst setup path is of the in -> out kind.

Detail-routed via count per cell landed at 2.09. The worst setup path is launched from an input port. Routed wire length landed at 531 µm. Largest net degree at the start of global routing landed at 9. Setup repair after global routing could not meet its margin everywhere. Post-layout minimum cycle time landed at 1270 ps. Count of non-filler cells in the finished layout landed at 82. The number of antenna violations at the first check in global routing was 0.

The detail route stage leaves a number of antenna-violating nets equal to 0. Final setup violation count landed at 7. Power density over cell area landed at 165 nW/µm². Number of setup buffers added after CTS landed at 0.

The first global-routing pass estimated 890 µm of wire. Overall chip area landed at 6400 µm². After synthesis the cells add up to 219 µm². The via count of the first global-routing pass was 176. By area the synthesized netlist is led by sky130_fd_sc_hd__dlxtn_1 55%, sky130_fd_sc_hd__and4bb_1 11%, sky130_fd_sc_hd__and4b_2 10%, sky130_fd_sc_hd__nor4b_2 6.9%, sky130_fd_sc_hd__and4bb_2 5.7%. The report shows a maximum critical-path fanout of 8. Total placed instance area landed at 423 µm². Average routed wire per standard cell landed at 6.48 µm.
logic make-up after synthesis:
| logic type | synth area share, % |
|---|---|
| simple gates | 43.4 |
| latches | 54.9 |
| other cells | 1.71 |
area by class of cell:
| cell class | count | area, µm² | share of cell area [%] |
|---|---|---|---|
| repair buffers | 12 | 96.3 | 23.9 |
| flip-flops and latches | 8 | 124 | 30.7 |
| multi-input cells | 16 | 125 | 31.1 |
| well taps | 46 | 57.6 | 14.3 |
sequential cells by signal, summed over array words and instances, names as in the netlist:
name / cells
stage0.y: 4
stage1.y: 4
placed cells by master, fill, tap and decap left out:
master	n
sky130_fd_sc_hd__nor4b_2	1
sky130_fd_sc_hd__and4bb_2	1
sky130_fd_sc_hd__buf_2	8
sky130_fd_sc_hd__and4b_1	1
sky130_fd_sc_hd__dlxtn_2	3
sky130_fd_sc_hd__buf_8	3
sky130_fd_sc_hd__dlxtn_1	5
sky130_fd_sc_hd__and4bb_1	2
sky130_fd_sc_hd__and4b_2	2
sky130_fd_sc_hd__buf_6	1
sky130_fd_sc_hd__and4_2	1
sky130_fd_sc_hd__conb_1	8
stage by stage:
step / util (%) / total power [mW] / setup WS (ps)
floorplan: - / 0.0293 / 163
finish: 11.8 / 0.0666 / -70.7
global route: 11.8 / 0.0735 / -120
global placement: 12.4 / 0.0673 / -911
CTS: 11.6 / 0.0660 / -77.5
detailed placement: 12.4 / 0.0686 / -936
what timing repair did:
item                                    in CTS  in global routing
resized                                     50                  4
hold buffers                                 0                  0
endpoints found under the hold margin        0                  0
pin swaps                                    4                  2
endpoints found under the setup margin       8                  8
gates cloned                                 0                  0
power by group:
| group | switching [mW] | internal, mW |
|---|---|---|
| clock network | 0 | 0 |
| logic | 0.0171 | 0.0301 |
| registers | 0.00131 | 0.0180 |
| total | 0.0184 | 0.0481 |
metal layers:
layer  track usage, %  wire, µm  up-vias
met3            0.682        62        0
met2             2.01       156       10
met4                0         0        0
met5                0         0        -
li1                 -         -       97
met1             2.82       312       64
Power and IR drop assume default switching activity.
