--- design.v ---
module Q5(w,y,z);
input [15:0] w;
output reg [3:0] y;
output reg z;
integer k;
always @(w)
begin 
    z = 1;
    if (w == 0)
        z = 0;
    else
    begin
        for(k = 0; k <= 15; k = k + 1)
        begin
            if (w[k] == 1)
                y = k;
        end
    end
end
endmodule
--- config.mk ---
export PLATFORM = sky130hd
export DESIGN_NAME = Q5
export DESIGN_NICKNAME = Q5
export VERILOG_FILES = /design/flow/design.v
export SDC_FILE = /design/flow/constraint.sdc
export NUM_CORES = 4
export LEC_CHECK = 1
export CORE_AREA = 10 10 70 70
export DIE_AREA = 0 0 80 80
--- constraint.sdc ---
current_design Q5

set clk_period 2.4
set clk_io_pct 0.2

create_clock -name clk0 -period $clk_period

set non_clock_inputs [all_inputs -no_clocks]
set_input_delay [expr $clk_period * $clk_io_pct] -clock clk0 $non_clock_inputs
set_output_delay [expr $clk_period * $clk_io_pct] -clock clk0 [all_outputs]
--- run.sh ---
#!/bin/bash
# OpenROAD 26Q1-2900-gdf79404cd8, Yosys 0.63+post, stock flow scripts
make -C /OpenROAD-flow-scripts/flow DESIGN_CONFIG=/design/flow/config.mk WORK_HOME=/design/flow/orfs finish
==> report_table.html <==
<h3>Flow metrics</h3>
<table>
<tr><th>Metric</th><th>Value</th></tr>
<tr><th colspan="2">Run status</th></tr>
<tr><td>Outcome</td><td>finished clean</td></tr>
<tr><th colspan="2">Global routing</th></tr>
<tr><td>Via count of the first global-routing pass</td><td>385</td></tr>
<tr><td>Maximum number of pins on one net before global-route repair</td><td>5</td></tr>
<tr><td>GRT Residual Overflow</td><td>0</td></tr>
<tr><td>Total Routing Usage GR</td><td>0.0372</td></tr>
<tr><td>Number of antenna violations at the first check in global routing</td><td>0</td></tr>
<tr><td>Wire length of the first global-routing pass</td><td>1940 um</td></tr>
<tr><th colspan="2">Synthesis</th></tr>
<tr><td>Unique cell type count in the Yosys netlist</td><td>17</td></tr>
<tr><td>Register bit total from synthesis</td><td>4</td></tr>
<tr><td>Count of yosys warnings during synthesis</td><td>1</td></tr>
<tr><td>Post-synthesis compound-gate area fraction</td><td>0.203</td></tr>
<tr><td>Yosys chip area</td><td>234 um^2</td></tr>
<tr><td>MUX share of area</td><td>0</td></tr>
<tr><td>Dominant combinational family</td><td>simple AND/OR/NAND/NOR gates</td></tr>
<tr><td>Xor/xnor share</td><td>0</td></tr>
<tr><td>Adder-cell share of the synthesized area</td><td>0</td></tr>
<tr><td>Simple-gate share of the synthesized area</td><td>0.524</td></tr>
<tr><td>Total cells reported by yosys after synthesis</td><td>33</td></tr>
<tr><td>Synthesized area divided by synthesized cell count</td><td>7.09 um^2</td></tr>
<tr><td>Summed instance area of the synthesized netlist</td><td>234 um^2</td></tr>
<tr><td>Number of cells produced by synthesis</td><td>33</td></tr>
<tr><th colspan="2">Finish</th></tr>
<tr><td>Sequential cell area</td><td>60.1 um^2</td></tr>
<tr><td>Fraction of layout instances using a drive strength above 1</td><td>0.309</td></tr>
<tr><td>Combined area of the multi-input logic cells</td><td>211 um^2</td></tr>
<tr><td>Fill cell total of the finished layout</td><td>397</td></tr>
<tr><td>Fin util</td><td>0.187</td></tr>
<tr><td>Max reg flops</td><td>4</td></tr>
<tr><td>Area Overhead vs Synth</td><td>173%</td></tr>
<tr><td>Final Non-Filler Cells</td><td>114</td></tr>
<tr><th colspan="2">Worst setup path</th></tr>
<tr><td>Startpoint Class</td><td>input port</td></tr>
<tr><td>Crit path required time</td><td>1.92 ns</td></tr>
<tr><td>Capture point of the critical path</td><td>z</td></tr>
<tr><td>CP Capture Type</td><td>output pin</td></tr>
<tr><td>CP cell instances</td><td>clkdlybuf4s50_1, nor2_4, nand3_2, or2_1, clkdlybuf4s50_1</td></tr>
<tr><td>Crit. path cell count</td><td>5</td></tr>
<tr><td>Crit Path Category</td><td>input port to output pin</td></tr>
<tr><td>Highest fanout seen on the critical path</td><td>3</td></tr>
<tr><td>Cell with the largest stage delay on the worst path</td><td>sky130_fd_sc_hd__clkdlybuf4s50_1</td></tr>
<tr><td>Kind of cell adding the most delay to the critical path</td><td>buffers and inverters</td></tr>
<tr><td>Startpoint of the most critical setup path</td><td>w[15]</td></tr>
<tr><td>Crit path arrival time</td><td>1.83 ns</td></tr>
<tr><td>CP peak stage delay</td><td>0.47 ns</td></tr>
<tr><td>Worst Path Buf+Inv</td><td>2</td></tr>
<tr><td>CP most frequent cell</td><td>sky130_fd_sc_hd__clkdlybuf4s50_1</td></tr>
<tr><th colspan="2">Timing</th></tr>
<tr><td>Minimum period implied by the final worst setup slack</td><td>2.31 ns</td></tr>
<tr><td>Register pins left without a clock</td><td>4</td></tr>
<tr><td>Count of endpoints without a timing constraint</td><td>8</td></tr>
<tr><td>Finish-stage setup viols</td><td>0</td></tr>
<tr><td>Maximum frequency from static timing analysis</td><td>0.433 GHz</td></tr>
<tr><td>Sum Neg Setup Slack</td><td>0 ns</td></tr>
<tr><td>Slew Viols, Final</td><td>0</td></tr>
<tr><td>Worst Tran Pin Value</td><td>0.241 ns</td></tr>
<tr><td>Max-slew headroom at the worst pin</td><td>0.838</td></tr>
<tr><td>Final Hold Violating Endpoints</td><td>0</td></tr>
<tr><td>Portion of the clock cycle consumed by the worst path in the final layout</td><td>0.963</td></tr>
<tr><th colspan="2">Placement</th></tr>
<tr><td># placed instances</td><td>112</td></tr>
<tr><td>Placer congestion estimate</td><td>0.732</td></tr>
<tr><td># port buffers</td><td>21</td></tr>
<tr><th colspan="2">Floorplan</th></tr>
<tr><td>CORE AREA</td><td>3420 um^2</td></tr>
<tr><td>Chip width</td><td>80 um</td></tr>
<tr><td>Vertical die dimension</td><td>80 um</td></tr>
<tr><td>Starting density of the core</td><td>0.0685</td></tr>
<tr><td># rows</td><td>21</td></tr>
<tr><td>Area of the die</td><td>6400 um^2</td></tr>
<tr><td>IO Count</td><td>21</td></tr>
<tr><th colspan="2">Detailed routing</th></tr>
<tr><td>Number of DRC violations after detailed-routing iteration 0</td><td>34</td></tr>
<tr><td>Ant diodes</td><td>0</td></tr>
<tr><td>DRC violation count after routing</td><td>0</td></tr>
<tr><td>Count of antenna-violating nets left after detailed routing</td><td>0</td></tr>
<tr><td>Vias per Instance</td><td>3.25</td></tr>
<tr><td>Wire per inst</td><td>10.1 um</td></tr>
<tr><td>Count of vias placed by the detailed router</td><td>370</td></tr>
<tr><td>Number of search-and-repair iterations in the first detailed-routing pass</td><td>4</td></tr>
<tr><td>Wire length reported by the detailed router</td><td>1150 um</td></tr>
<tr><th colspan="2">Clock network</th></tr>
<tr><td>Hold-fix buffers, CTS</td><td>0</td></tr>
<tr><th colspan="2">Run</th></tr>
<tr><td>Number of max-capacitance violations reported</td><td>0</td></tr>
<tr><td>Number of warnings the tools reported</td><td>32</td></tr>
<tr><th colspan="2">Pwr</th></tr>
<tr><td>Peak supply drop</td><td>0.0583 mV</td></tr>
<tr><td>Pleak</td><td>0.000254 uW</td></tr>
<tr><td>Pwr dens</td><td>104 nW/um^2</td></tr>
<tr><th colspan="2">Worst hold path</th></tr>
<tr><td>Worst hold-check path type</td><td>input port to output pin</td></tr>
</table>
## layer usage
layer	share of wire	track usage	up-vias	wire length, um
li1	-	-	194	-
met1	0.55	0.0569	162	628
met2	0.40	0.0546	14	454
met3	0.056	0.00795	0	64
met4	0	0	0	0
met5	0	0	-	0
## worst min path at each step
stage                 start  endpoint  slack (ns)  cells past startpoint
after CTS              w[6]         z        1.92                      5
final                 w[12]         z        1.91                      5
after global routing  w[13]         z        1.98                      5
## power breakdown
part / internal [uW] / switching [uW] / leakage [uW] / total, uW
Clock: 0 / 0 / 0 / 0
Combinational: 39.6 / 26.4 / 0.000220 / 66.0
Sequential: 0.687 / 0.0000104 / 0.0000336 / 0.687
## area by class of cell
type	count	area share
inverter	1	0.00588
multi-input combinational	28	0.331
sequential	4	0.0941
tap	46	0.0902
timing repair buffer	35	0.478
## cells in the mapped netlist (all sizes together)
master / instances / area (um^2)
nor2: 10 / 37.5
dlxtn: 4 / 60.1
nand3: 3 / 15.0
nand2b: 2 / 12.5
nor4: 2 / 18.8
o31ai: 2 / 15.0
a21o: 1 / 7.51
a221o: 1 / 10.0
a311oi: 1 / 8.76
a31oi: 1 / 6.26
and2b: 1 / 8.76
inv: 1 / 3.75
nor3: 1 / 5.00
or2: 1 / 6.26
or3b: 1 / 8.76
or4b: 1 / 10.0
## cells in the final DEF (no fill, tap or decap), drive strengths merged, types with 2 or more instances in the layout
cell type / netlist / routed
nand3: 3 / 3
dlxtn: 4 / 4
dlygate4sd2: 0 / 8
nand2b: 2 / 2
nor4: 2 / 2
o31ai: 2 / 2
buf: 0 / 14
nor2: 10 / 10
clkdlybuf4s50: 0 / 13
## logic make-up after synthesis
logic type / Yosys count
AOI/OAI and AO/OA: 6
buffers and inverters: 1
latches: 4
and+or+nand+nor: 22
## through the flow
step / total power, uW / worst slack (ns) / instance area [um^2] / hold WS [ns]
floorplan: 14.6 / 0.829 / 234 / 1.12
global placement: 62.1 / -0.163 / 592 / 2.12
detailed placement: 62.7 / -0.206 / 592 / 2.11
CTS: 59.7 / 0.0149 / 596 / 1.92
global route: 73.0 / -0.00681 / 638 / 1.98
finish: 66.6 / 0.0886 / 638 / 1.91
## timing repair
action | 4_1_cts | 5_1_grt
endpoints found under the setup margin | 1 | 1
pin swaps | 4 | 3
setup buffers | 1 | 1
gates cloned | 0 | 0
gates resized | 9 | 7
## worst min-delay path: cells and delay by family
| kind | cells | cell delay [ns] |
|---|---|---|
| buffers and inverters | 2 | 0.72 |
| and+or+nand+nor | 3 | 0.23 |
Power is estimated from default activity; no workload was simulated.
